**design/flow/design.v**
```verilog
`timescale 1ns / 1ps
module RAM_(
    input clk,
input [3:0] data_in,
input wr,
input rd,
input [2:0] add,
output [3:0] data_out
);
reg [3:0] ram[0:3];
always @(posedge clk)
begin
if(wr)
ram[add]<=data_in;
end
assign data_out = rd?ram[add]:4'bzzzz;
endmodule
```
**design/flow/config.mk**
```make
export PLATFORM = sky130hd
export DESIGN_NAME = RAM_
export DESIGN_NICKNAME = RAM_
export VERILOG_FILES = /design/flow/design.v
export SDC_FILE = /design/flow/constraint.sdc
export NUM_CORES = 4
export LEC_CHECK = 1
export CORE_AREA = 10 10 88 88
export DIE_AREA = 0 0 98 98
```
**design/flow/constraint.sdc**
```tcl
current_design RAM_

set clk_period 2.0
set clk_io_pct 0.2

create_clock -name clk0 -period $clk_period [get_ports {clk}]

set non_clock_inputs [all_inputs -no_clocks]
set_input_delay [expr $clk_period * $clk_io_pct] -clock clk0 $non_clock_inputs
set_output_delay [expr $clk_period * $clk_io_pct] -clock clk0 [all_outputs]
```
**design/flow/run.sh**
```bash
#!/bin/bash
# OpenROAD 26Q1-2900-gdf79404cd8, Yosys 0.63+post, stock flow scripts
make -C /OpenROAD-flow-scripts/flow DESIGN_CONFIG=/design/flow/config.mk WORK_HOME=/design/flow/orfs finish
```
==> results.txt <==
Status of the implementation.

- The pre-antenna-repair detailed-routing pass consisted of 2 iterations.
- The top cell family by delay on the critical path is buffers and inverters, for reference.
- The initial DRC count is 3, for reference.
- The signed area change from the synthesized netlist to the final layout is 42.8%, for reference.
- The number of antenna violations at the first check in global routing is 0, for reference.
- The maximum fanout encountered on the critical timing path is 3, for reference.
- Setup repair after global routing left no endpoint under its margin.
- After layout, the minimum clock period comes to 1940 ps.
- Counting the fill cells in the layout gives 630.
- The cell area after layout is 881 µm², for reference.
- The post-detailed-placement cell area is 840 µm², for reference.
- The number of synthesized register bits is 16, for reference.
- The sequential element share of the synthesized area is 77.9%, for reference.
- The number of warning messages in the logs is 27, for reference.
- After synthesis, the chip area reported by Yosys is 617 µm².
- The power report puts the leakage power at 0.287 nW.
- The global-route track usage on met3 is 1.21%, for reference.
- The count of buffering cells on the critical path with inverters included is 3, for reference.
- The type of the worst setup path is primary input to primary output, for reference.
- For this run, the number of Yosys warnings is 2.
- Yosys reports that the leading cell type by area covers 77.9% of the netlist area.
- For this sky-water flow run, the detailed-routed wirelength per cell is reported as 9.43 µm.
- Routing resource usage on met2 recorded by global route was 3.45%.
- Per the OpenROAD floorplan log, the area of the die is 9600 µm².
- The number of cell rows is 28, for reference.
- The count of input and output buffers is 11, for reference.
- After layout, the worst setup slack is 62.7 ps.
- The synthesized netlist occupies a cell area of 617 µm².
- The root buffer cell chosen for the clock tree is sky130_fd_sc_hd__clkbuf_8.
- For reference, the critical path cell chain is dlygate4sd2_1, buf_6, mux4_2, dlygate4sd2_1.
- The pin count of the biggest net entering global routing is 9, for reference.
- The power density relative to cell area is 762 nW/µm², for reference.
- Per the hold report, the tightest min-delay path originates at data_in[3].
- The register with the most flip-flops in the layout has 16 of them.
- Buffers inserted during clock tree synthesis total 3.
- The fraction of layout cells with a size suffix above 1 is 33.3%, for reference.
- The final count of hold timing violations is 0, for reference.
- Per the post-route antenna check, the number of violating nets is 0.
- The worst hold slack is 791 ps, for reference.
- The biggest area contributor in the post-synthesis netlist is sky130_fd_sc_hd__edfxtp_1.
- Leaving out filler cells and counting taps, the final layout contains 117.
- Per the CTS log, the buffer count on the longest clock path is 2.
- The script logs the ratio of routed vias to standard cells as 2.56.
- The number of cells on the worst hold path is 1, for reference.
- The run finished with clean final reports.
- The count of antenna diodes in the layout is 0, for reference.
- The largest vdd supply drop is 0.220 mV, for reference.
- In this run the horizontal extent of the chip is 98 µm.
- In this design, the critical path's most frequently occurring cell is sky130_fd_sc_hd__dlygate4sd2_1.
- The number of cell instances after yosys synthesis is 25, for reference.
- The first global-routing pass estimated 1760 µm of wire.
- On the worst path, the slowest cell contributes a delay of 490 ps.
- The portion of total power attributed to combinational logic is 8.9%, for reference.
- The switching part of the total power is 16.9%, for reference.
- Counting flops per register, the top entry is ram.
- The data required time reported for the critical path is 1600 ps.
- The switching power summed over all nets is 0.113 mW, for reference.
- The number of violations of the max-capacitance limit is 0, for reference.
- The type of element launching the critical path is a primary input, for reference.
- The count of final setup violators is 0, for reference.
- In this run the number of H-tree levels came out at 1.
- The class of the worst hold path is primary input to flop, for reference.
- The floorplan step set the die height to 98 µm.
- Summing internal, switching and leakage power gives 0.672 mW.
- The count of placed standard cells including taps is 114, for reference.
- Summed over all routing layers, the global router reports a total usage of 2.27%.
- Synthesis handed over a netlist of 25 instances.
- In the final report, the number of pins over their slew limit comes to 0.
- For the pin with the worst max-slew slack, the measured transition is 276 ps.
- The end of the worst hold path is ram[0][3], for reference.
- The worst slack after detailed placement is -390 ps, for reference.
- The final-layout setup total negative slack is 0 ps, for reference.
- The fraction of met1 tracks used by global routing is 2.74%, for reference.
- The clock network burns 33.0% of the power.
- The count of pins on the block boundary is 14, for reference.
- The wire length recorded after detailed routing is 1100 µm.
- The largest registers in the layout are ram x16.
- The detailed router placed 299 vias in this run.
- According to the timing report, the arrival time at the worst endpoint equals 1540 ps.
- The DRC violation count after routing is 0, for reference.
- TritonCTS built the clock tree.
- The cell internal power dissipation is 0.558 mW, for reference.
- The worst-case headroom to the max-slew limit is 81.6%, for reference.
- The final weighted congestion in routability-driven placement is 0.695, for reference.
- The clock input transition at the sequential cells of the worst setup and hold paths is 50 ps, for reference.
- The highest clock rate this design can be run at is 516 MHz.
- For reference, the top cells by area after synthesis are sky130_fd_sc_hd__edfxtp_1 (78%), sky130_fd_sc_hd__mux4_2 (15%), sky130_fd_sc_hd__and3b_2 (3.2%).
- Dividing the final minimum period by the clock period gives 96.9%.
- Each instance of the synthesized netlist takes up on average 24.7 µm².
- The core area is 5920 µm², for reference.
- The utilization of the core after routing is 14.9%, for reference.
- The sum of overflow across all layers after global routing is 0, for reference.
- Note, the detailed placer reported a final HPWL of 887 µm.
- The worst setup path is captured at a primary output.
- In this run the most used layer during global routing was met2.
- Looking at the critical path, the single cell with the biggest stage delay is sky130_fd_sc_hd__mux4_2.
- The register share of total power is 58.1%, for reference.
- The number of global-route vias before repair is 364, for reference.
- The floorplan utilization is 10.4%, for reference.
- Counting every sink on the clock net gives 16.
- The gate-level netlist out of Yosys references 6 unique cell types.
[area by class of cell]
class / count / area [µm²] / share of cell area, %
clock buffers: 3 / 41.3 / 4.69
multi-input cells: 8 / 125 / 14.2
flip-flops and latches: 16 / 480 / 54.5
well taps: 75 / 93.8 / 10.7
repair buffers: 15 / 140 / 15.9
[worst max path at each step]
stage / end / slack, ps / cells after the start / from
CTS: data_out[0] / 50 / 4 / add[0]
global route: data_out[0] / 6 / 4 / add[0]
finish: data_out[0] / 60 / 4 / add[0]
[cell usage after synthesis (all sizes together)]
| cell type | count |
|---|---|
| nor3b | 1 |
| and3b | 2 |
| edfxtp | 16 |
| buf | 1 |
| mux4 | 4 |
| and3 | 1 |
[cells by family after synthesis]
logic type / synth area share (%)
DFF: 77.9
muxes: 14.6
buffers and inverters: 1.83
and+or+nand+nor: 5.68
[layout by cell type, fill, tap and decap left out]
cell,instances
sky130_fd_sc_hd__edfxtp_1,16
sky130_fd_sc_hd__buf_6,2
sky130_fd_sc_hd__nor3b_1,1
sky130_fd_sc_hd__and3b_2,2
sky130_fd_sc_hd__buf_4,2
sky130_fd_sc_hd__clkbuf_8,3
sky130_fd_sc_hd__and3_2,1
sky130_fd_sc_hd__mux4_2,4
sky130_fd_sc_hd__clkdlybuf4s50_1,5
sky130_fd_sc_hd__dlygate4sd2_1,6
[power by group through the flow]
stage	Sequential (mW)	Clock [mW]	Combinational (mW)
4_1_cts	0.391	0.231	0.0616
5_1_grt	0.391	0.246	0.0652
6_report	0.390	0.221	0.0598
[routing by layer]
metal | up-vias | share of wire, %
met5 | - | 0
met4 | 0 | 1.3
met3 | 2 | 8.3
met2 | 10 | 47
met1 | 146 | 44
li1 | 141 | -
[what timing repair did]
action                                 in CTS  in global routing
buffers inserted                            0                  0
setup endpoints to repair                   4                  0
endpoints found under the hold margin       0                  0
hold buffers                                0                  0
resized                                     8                  0
Power is estimated from default activity; no workload was simulated.
