--- flow/run.sh ---
#!/bin/bash
# OpenROAD 26Q1-2900-gdf79404cd8, Yosys 0.63+post, stock flow scripts
make -C /OpenROAD-flow-scripts/flow DESIGN_CONFIG=/design/flow/config.mk WORK_HOME=/design/flow/orfs finish
--- flow/config.mk ---
export PLATFORM = sky130hd
export DESIGN_NAME = alu_8bit
export DESIGN_NICKNAME = alu_8bit
export VERILOG_FILES = /design/flow/design.v
export SDC_FILE = /design/flow/constraint.sdc
export NUM_CORES = 4
export LEC_CHECK = 1
export CORE_UTILIZATION = 50
--- flow/constraint.sdc ---
current_design alu_8bit

set clk_period 18.9
set clk_io_pct 0.2

create_clock -name clk0 -period $clk_period

set non_clock_inputs [all_inputs -no_clocks]
set_input_delay [expr $clk_period * $clk_io_pct] -clock clk0 $non_clock_inputs
set_output_delay [expr $clk_period * $clk_io_pct] -clock clk0 [all_outputs]
--- flow/design.v ---
`timescale 1ns / 1ps
module alu_8bit(res,op,A,B);
input [7:0] A,B;
input [3:0] op;
output[7:0] res;
reg[7:0] res;
always@(op,A,B)
begin
case(op)
	4'b0000 : res = A + B;
	4'b0001 : res = A - B;
   4'b0010 : res = A * B;
	4'b0011 : res = A / B;
	4'b0100 : res = A%B;
	4'b0101 : res = A >> 1;
	4'b0110 : res = B << 1;
	4'b0111 : res = B >> 1;
	4'b1000 : res = A&&B;
	4'b1001 : res = A||B;
	4'b1010 : res = A^B;
	4'b1011 : res = ~A;
	4'b1100 : res = A&B;
	4'b1101 : res = A|B;
	4'b1110 : res = A>B?1:0;
   4'b1111 : res = A==B?1:0;
endcase	
end
endmodule
==> out/metrics.csv <==
metric,value,unit
Rows,33,
Die Area,8892,µm²
total number of vias,4831,
Placed Area,4757,µm²
clock buffers,0,
grt ovf,0,
post-synthesis xor/xnor area fraction,7.609,%
number of global-route vias before repair,4397,
Die Y,94.30,µm
part of the power in combinational logic,100.0,%
Worst Setup SP,B[6],
finished layout cell area,5100,µm²
Worst path max stage delay,0.47,ns
CP required,15.12,ns
first-pass GRT wire length,22740,µm
PD cells,42.66,nW/µm²
Int Pwr,98.80,µW
Final Hold Viols,0,
CP Launch Type,input pin,
Clk pwr share,0,%
Slew @ Worst Pin,0.8757,ns
Synth Seq Share,0,%
most frequent CP cell,ha_1,
Layout area overhead,19.74,%
Hold Crit Class,input pin to primary output,
pre-CTS setup slack,-0.07757,ns
Buffers on Ports,28,
Critical Path End,res[1],
Log Warnings,53,
"IR drop worst, VDD",0.02194,mV
initial DRC count,337,
ys cells,600,
Via density,6.459,
Switching Power,118.7,µW
crit path max fanout,9,
dpl hpwl,11230,µm
fp_density,51.83,%
cell taking the most area after synthesis,ha_1,
Placed Cells incl. Taps,732,
seq_cells,0,
WL final,14820,µm
"Adder Share, Synth",30.49,%
comb area leader,adder cells,
Syn Area/Cell,7.098,µm²
Final Non-Filler Cells,748,
routed wire length per instance,19.82,µm
final RePlAce weighted congestion,1.003,
# DRC,0,
Final Setup Violations,0,
Basic Gates by Area,21.09,%
CP arrival,14.68,ns
CP max-delay cell,clkdlybuf4s50_1,
Ant. Diodes,0,
Hold Crit Depth,5,
initial antenna violation count,0,
Yosys Chip Area,4259,µm²
FF/Latch Area,0,µm²
first-pass detailed-route iteration total,5,
status,"complete, no violations",
setup ws final,0.4354,ns
Core ar.,8217,µm²
mapped cell area,4259,µm²
Setup TNS,0,ns
layout cells sized above 1,14.15,%
switching portion of total power,54.58,%
Mux area share,3.467,%
IO Pins,28,
Worst setup EP type,primary output,
Post-Synth AOI/OAI Area,30.29,%
Slew Limit Fails,0,
utilization after layout,62.07,%
Die W,94.30,µm
post-layout min period,18.46,ns
Sequential Power Share,0,%
Rel. slew slack,41.17,%
Cell Type Count,70,
GR Util All Layers,34.11,%
critical path class,input pin to primary output,
Final period util,97.70,%
Post-Synthesis Cells,600,
"top cells by area, synth","ha_1 (23%), fa_1 (7.1%), xnor2_1 (6.0%)",
Area leader share,23.21,%
largest net degree at the start of global routing,32,
Ys Warns,1,
top cells by instance count after synthesis,"ha_1 (79), nor2_1 (55), inv_1 (54)",
post-route ant nets,0,
Max Cap Viol,0,
Pleak,0.002242,µW
Max Freq,0.05416,GHz
Synth top cell by count,ha_1,
-- worst max-delay path, delay by kind of cell --
family / cells / cell delay [ns]
AND-OR/OR-AND: 21 / 4.03
AND/OR/NAND/NOR: 10 / 2.00
adder cells (fa/ha/maj): 7 / 1.94
multiplexers: 5 / 1.80
buffers and inverters: 4 / 1.14
-- power groups by stage --
stage	Sequential (µW)	Clock, µW	Combinational (µW)
finish	0	0	218
global route	0	0	240
CTS	0	0	200
-- cell type report --
type                            count  area (µm²)
Timing Repair Buffer               68       580.6
Inverter                           55       206.4
Tap cell                          105       131.4
Multi-Input combinational cell    520        4182
Fill cell                         772        3117
-- routing by layer --
layer	wire length [µm]	global-route usage [%]
met1	6678	49.32
met2	6365	51.09
met3	1351	6.914
met4	428	9.744
met5	0	0
-- metrics by stage --
stage,power [µW],hold slack (ns)
after global routing,240.3,9.063
after floorplan,143.4,7.860
after detailed placement,197.4,8.976
after CTS,200.0,8.980
after global placement,197.2,8.972
final,217.6,8.987
-- cell families (layout without fill, tap and decap cells) --
family / after synthesis / count (layout)
XOR/XNOR: 37 / 37
AND-OR/OR-AND: 189 / 189
adder cells (fa/ha/maj): 95 / 95
AND/OR/NAND/NOR: 185 / 185
buffers and inverters: 80 / 123
multiplexers: 14 / 14
-- repair_timing --
item | CTS | global route
endpoints found under the setup margin | 5 | 8
hold buffers | 0 | 0
setup buffers | 0 | 16
resized | 3 | 41
pin swaps | 0 | 15
cloned | 0 | 0
-- how the worst min path moves through the flow --
stage,slack (ns),startpoint,end
CTS,8.98,A[0],res[0]
global route,9.06,A[0],res[0]
finish,8.99,A[0],res[0]
-- placed cells by master, fill, tap and decap left out, types with 11 or more instances in the layout --
cell / netlist / final
a21oi_1: 44 / 36
buf_4: 0 / 40
clkdlybuf4s50_1: 0 / 28
fa_1: 15 / 15
ha_1: 79 / 73
inv_1: 54 / 54
nand2_1: 46 / 45
nand2b_1: 13 / 13
nor2_1: 55 / 53
nor2b_1: 12 / 12
nor3_1: 19 / 17
o21a_1: 12 / 11
o21ai_0: 33 / 30
xnor2_1: 29 / 29
Power and IR drop assume default switching activity.
